[run.sh]
#!/bin/bash
# OpenROAD 26Q1-2900-gdf79404cd8, Yosys 0.63+post, stock flow scripts
make -C /OpenROAD-flow-scripts/flow DESIGN_CONFIG=/design/flow/config.mk WORK_HOME=/design/flow/orfs finish
[design.v]
module counter_8_bit (
    input logic clk,
    input logic rstn,
    output logic [7:0] count
);
    always @ (posedge clk, negedge rstn) begin
        if (~rstn) begin
            count <= 8'b0;
        end else begin
            count <= count + 1;  
        end
    end
endmodule
[config.mk]
export PLATFORM = sky130hd
export DESIGN_NAME = counter_8_bit
export DESIGN_NICKNAME = counter_8_bit
export VERILOG_FILES = /design/flow/design.v
export SDC_FILE = /design/flow/constraint.sdc
export NUM_CORES = 4
export LEC_CHECK = 1
export CORE_AREA = 10 10 70 70
export DIE_AREA = 0 0 80 80
[constraint.sdc]
current_design counter_8_bit

set clk_period 2.1
set clk_io_pct 0.2

create_clock -name clk0 -period $clk_period [get_ports {clk}]

set non_clock_inputs [all_inputs -no_clocks]
set_input_delay [expr $clk_period * $clk_io_pct] -clock clk0 $non_clock_inputs
set_output_delay [expr $clk_period * $clk_io_pct] -clock clk0 [all_outputs]
==> impl_metrics.toml <==
# synthesis and place-and-route metrics
[final_timing]
finalHoldViolations = 0
fmax_ghz = 0.615
setup_viol = 0
worst_slack_ns = 0.473
fin_setup_tns_ns = 0
period_used_pct = 77.5
finalClockSkew_ns = 0.000611
relSlewSlack_pct = 75.0
layout_min_cycle_time_ns = 1.63
slew_violations = 0
rsz0062_at_grt = "false"
worst-slew-pin-transition_ns = 0.374

[detailed_routing]
num_vias = 221
drt-pass1-iter-count = 2
avgViaCountPerCell = 2.70
drt_iter0_drc = 12
drc_errors = 0
antenna_left = 0
finalWirelength_um = 729
wl_per_cell_um = 8.89
antenna_cells = 0

[grt]
track_usage_pct = 2.47
grt_pass1_vias = 239
grt_max_degree = 9
grt_overflow = 0
grt_pass1_wl_um = 1170
antenna_found_initial = 0

[clock_tree]
clk_pin_slew_ns = 0.05
cts_setup_buffers = 0
htree_levels = 1
cts_root_buffer = "clkbuf_4"
cts_buffers = 3
cts.sinks = 8
clockBufferDepth = 2
cts_hold_buf = 0
postCtsResizedCells = 0
clk_latency_ns = 0.25
cts_tree = "built"

[setup_path]
slowest_stage = "clkdlybuf4s50_1"
critPathCaptureType = "output pin"
start_kind = "flip-flop"
path_buffers = 1
path_cells = "clkdlybuf4s50_1"
cp_top_family = "buffers and inverters"
worstPathMaxFanout = 5
path_class = "reg -> out"
worstPathRequired_ns = 1.68
max_stage_delay_ns = 0.51
critPathArrivalTime_ns = 1.21

[synthesis]
postSynthAreaPerCell_um2 = 13.2
fa_ha_area_share_pct = 3.95
yosysSeqAreaShare_pct = 63.2
top_cell = "dfrtp_1"
ys_types = 11
synthSimpleGateAreaFrac_pct = 15.0
top_cells_by_count = "dfrtp_1, xnor2_1, xor2_1"
edf_count = 0
synth.top_cell.area_share_pct = 63.2
yosys_warnings = 1
top_cells_by_area = "dfrtp_1, xnor2_1, xor2_1"
muxShareOfSynthArea_pct = 0
yosysCellCount = 24
logic_family = "XOR/XNOR gates"
yosys_area_um2 = 317
yosysTopAreaCell = "dfrtp_1"
async_flop_share_pct = 100
synth_flop_count = 8
syn_inst = 24
ff_type = "dfrtp_1"
aoi_share_pct = 0
syn_area_um2 = 317
xor_share_pct = 16.6

[power]
leakage_nw = 0.197
vdd_ir_drop_max_uv = 255
power_density_nw_per_um2 = 561

[final_layout]
design_area_um2 = 487
drive_gt1_share_pct = 13.9
reg_top3 = "count: 8 flops"
area_growth_syn_to_layout_pct = 53.8
largest_reg_flops = 8
top_register = "count"

[floorplan]
dieArea_um2 = 6400
pin_count = 10
core_um2 = 3420
rows = 21
fp.dieW_um = 80
die.size.y_um = 80
fp_util_pct = 9.27

[job]
cap_violations = 0
openroad.warnings = 25

[placement]
place_ws_ns = 0.750
hpwl_um = 591
port_buffers = 9
finalWeightedCongestion = 0.681
placed_cell_area_um2 = 464

[status]
status = "finished clean"

[min_path]
hp-class = "in -> async"
==> final timing paths <==
| check | from | end | slack (ns) | cells past startpoint |
|---|---|---|---|---|
| max in group asynchronous | rstn | count[0] | 1.38 | 1 |
| min in group clk0 | count[7] | count[7] | 0.47 | 1 |
| worst min register to register | count[7] | count[7] | 0.47 | 1 |
| worst max register to register | count[2] | count[7] | 1.09 | 3 |
| worst min-delay path | rstn | count[5] | 0.45 | 1 |
| worst max-delay path | count[3] | count[3] | 0.47 | 1 |
==> kinds of logic (layout without fill, tap and decap cells) <==
logic type,count (synthesis),after routing
adder cells (fa/ha/maj),1,1
buffers and inverters,1,13
AND/OR/NAND/NOR,8,8
XOR/XNOR,6,6
flip-flops,8,8
==> stage by stage <==
stage          utilization (%)  power, mW  instances  hold WS (ns)
2_1_floorplan                -      0.157         24         0.124
3_3_place_gp              13.6      0.162         79         0.464
3_5_place_dp              13.6      0.162         79         0.463
4_1_cts                   14.2      0.281         82         0.455
5_1_grt                   14.2      0.294         82         0.461
6_report                  14.2      0.273         82         0.453
==> area by class of cell <==
type	instances	area, um2
clock buffers	3	22.5
fillers	396	2930
inverters	1	3.75
multi-input cells	15	113
flip-flops and latches	8	200
well taps	46	57.6
repair buffers	9	90.1
==> routing by layer <==
metal,up-vias,routed length (um),global-route usage [%]
met2,11,201,2.41
li1,105,-,-
met1,105,433,3.58
met5,-,0,0
met4,0,0,0.176
met3,0,94,2.50
==> report_power, final <==
group / switching (mW) / internal [mW]
logic: 0.00296 / 0.00164
clock network: 0.0489 / 0.0652
registers: 0 / 0.154
total: 0.0519 / 0.221
==> placed cells by master (no fill, tap or decap), drive strengths merged <==
master,instances
and3,1
clkbuf,3
clkdlybuf4s50,9
dfrtp,8
ha,1
inv,1
nand2,2
nand3,3
nor2,1
nor3,1
xnor2,3
xor2,3
Power and IR drop assume default switching activity.
